**config.mk**
```make
export PLATFORM = sky130hd
export DESIGN_NAME = score
export DESIGN_NICKNAME = score
export VERILOG_FILES = /design/flow/design.v
export SDC_FILE = /design/flow/constraint.sdc
export NUM_CORES = 4
export LEC_CHECK = 1
export CORE_UTILIZATION = 30
```
**constraint.sdc**
```tcl
current_design score

set clk_period 3.4
set clk_io_pct 0.2

create_clock -name clk0 -period $clk_period [get_ports {CLOCK_50}]
create_clock -name clk1 -period $clk_period [get_ports {clk_1hz}]

set non_clock_inputs [all_inputs -no_clocks]
set_input_delay [expr $clk_period * $clk_io_pct] -clock clk0 $non_clock_inputs
set_output_delay [expr $clk_period * $clk_io_pct] -clock clk0 [all_outputs]
```
**design.v**
```verilog
module DotMatrix(
	input clk,
	input rst,
	input [3:0] score1,
	input [3:0] score2,
	output reg [7:0] dot_col1,
	output reg [7:0] dot_col2,
	output reg [7:0] dot_row
);
reg [2:0] rowcnt;
always@(posedge clk, negedge rst)begin
	if(!rst)begin
		rowcnt <= 3'd0;
		dot_col1 <= 8'd0;
		dot_col2 = 8'd0;
		dot_row = 8'd0;
	end
	else begin
		rowcnt = rowcnt+1;
		case(rowcnt) 
			3'd0: dot_row <= 8'b01111111;
			3'd1: dot_row <= 8'b10111111;
			3'd2: dot_row <= 8'b11011111;
			3'd3: dot_row <= 8'b11101111;
			3'd4: dot_row <= 8'b11110111;
			3'd5: dot_row <= 8'b11111011;
			3'd6: dot_row <= 8'b11111101;
			3'd7: dot_row <= 8'b11111110;
      endcase
		case(score1)
			3'd0 : begin
				case(rowcnt)
					3'd0: dot_col1 = 8'b00111000;  
					3'd1: dot_col1 = 8'b01101100;  
					3'd2: dot_col1 = 8'b11000110;  
					3'd3: dot_col1 = 8'b11000110;  
					3'd4: dot_col1 = 8'b11000110;  
					3'd5: dot_col1 = 8'b11000110;  
					3'd6: dot_col1 = 8'b01101100;  
					3'd7: dot_col1 = 8'b00111000;  
				 endcase
			end
			3'd1 : begin
				case(rowcnt)
					3'd0: dot_col1 = 8'b00011000;  
					3'd1: dot_col1 = 8'b00111000;  
					3'd2: dot_col1 = 8'b00011000;  
					3'd3: dot_col1 = 8'b00011000;  
					3'd4: dot_col1 = 8'b00011000;  
					3'd5: dot_col1 = 8'b00011000;  
					3'd6: dot_col1 = 8'b00011000;  
					3'd7: dot_col1 = 8'b00111100;  
				endcase
			end
			3'd2 : begin
				case(rowcnt)
					3'd0: dot_col1 = 8'b01111100;  
					3'd1: dot_col1 = 8'b11000110;  
					3'd2: dot_col1 = 8'b00000110;  
					3'd3: dot_col1 = 8'b00001100;  
					3'd4: dot_col1 = 8'b00111000;  
					3'd5: dot_col1 = 8'b01100000;  
					3'd6: dot_col1 = 8'b11000000;  
					3'd7: dot_col1 = 8'b11111110;  
					endcase
				end
			3'd3 : begin
				case(rowcnt)
					3'd0: dot_col1 = 8'b01111100;  
					3'd1: dot_col1 = 8'b11000110;  
					3'd2: dot_col1 = 8'b00000110;  
					3'd3: dot_col1 = 8'b00011100;  
					3'd4: dot_col1 = 8'b00000110;  
					3'd5: dot_col1 = 8'b11000110;  
					3'd6: dot_col1 = 8'b11000110;  
					3'd7: dot_col1 = 8'b01111100;  
				endcase
			end
			3'd4 : begin
				case(rowcnt)
					3'd0: dot_col1 = 8'b00001100;  
					3'd1: dot_col1 = 8'b00011100;  
					3'd2: dot_col1 = 8'b00110100;  
					3'd3: dot_col1 = 8'b01100100;  
					3'd4: dot_col1 = 8'b11000100;  
					3'd5: dot_col1 = 8'b11111110;  
					3'd6: dot_col1 = 8'b00000100;  
					3'd7: dot_col1 = 8'b00000100;  
				endcase
			end
			3'd5 : begin
				case(rowcnt)
					3'd0: dot_col1 = 8'b11111110;  
					3'd1: dot_col1 = 8'b11000000;  
					3'd2: dot_col1 = 8'b11000000;  
					3'd3: dot_col1 = 8'b11111100;  
					3'd4: dot_col1 = 8'b00000110;  
					3'd5: dot_col1 = 8'b00000110;  
					3'd6: dot_col1 = 8'b11000110;  
					3'd7: dot_col1 = 8'b01111100;  
				endcase
			end
			3'd6 : begin
				case(rowcnt)
					3'd0: dot_col1 = 8'b00111100;  
					3'd1: dot_col1 = 8'b01100000;  
					3'd2: dot_col1 = 8'b11000000;  
					3'd3: dot_col1 = 8'b11111100;  
					3'd4: dot_col1 = 8'b11000110;  
					3'd5: dot_col1 = 8'b11000110;  
					3'd6: dot_col1 = 8'b11000110;  
					3'd7: dot_col1 = 8'b01111100;  
				endcase
			end
			3'd7 : begin
				case(rowcnt)
					3'd0: dot_col1 = 8'b11111110;  
					3'd1: dot_col1 = 8'b11000110;  
					3'd2: dot_col1 = 8'b00001100;  
					3'd3: dot_col1 = 8'b00001100;  
					3'd4: dot_col1 = 8'b00011000;  
					3'd5: dot_col1 = 8'b00011000;  
					3'd6: dot_col1 = 8'b00011000;  
					3'd7: dot_col1 = 8'b00011000;  
				endcase
			end
			4'd8 : begin
				case(rowcnt)
					3'd0: dot_col1 = 8'b01111100;  
					3'd1: dot_col1 = 8'b11000110;  
					3'd2: dot_col1 = 8'b11000110;  
					3'd3: dot_col1 = 8'b01111100;  
					3'd4: dot_col1 = 8'b11000110;  
					3'd5: dot_col1 = 8'b11000110;  
					3'd6: dot_col1 = 8'b11000110;  
					3'd7: dot_col1 = 8'b01111100;  
				endcase
			end
			4'd9 : begin
				case(rowcnt)
					3'd0: dot_col1 = 8'b01111100;  
					3'd1: dot_col1 = 8'b11000110;  
					3'd2: dot_col1 = 8'b11000110;  
					3'd3: dot_col1 = 8'b01111110;  
					3'd4: dot_col1 = 8'b00000110;  
					3'd5: dot_col1 = 8'b00000110;  
					3'd6: dot_col1 = 8'b00001100;  
					3'd7: dot_col1 = 8'b01111000;  
				endcase
			end
			default:begin
				case(rowcnt)
					3'd0: dot_col1 = 8'b00000000;  
					3'd1: dot_col1 = 8'b00000000;  
					3'd2: dot_col1 = 8'b00000000;  
					3'd3: dot_col1 = 8'b00000000;  
					3'd4: dot_col1 = 8'b00000000;  
					3'd5: dot_col1 = 8'b00000000;  
					3'd6: dot_col1 = 8'b00000000;  
					3'd7: dot_col1 = 8'b00000000;  
				endcase
			end
		endcase
		case(score2)
			3'd0 : begin
				case(rowcnt)
					3'd0: dot_col2 = 8'b00111000;  
					3'd1: dot_col2 = 8'b01101100;  
					3'd2: dot_col2 = 8'b11000110;  
					3'd3: dot_col2 = 8'b11000110;  
					3'd4: dot_col2 = 8'b11000110;  
					3'd5: dot_col2 = 8'b11000110;  
					3'd6: dot_col2 = 8'b01101100;  
					3'd7: dot_col2 = 8'b00111000;  
				 endcase
			end
			3'd1 : begin
				case(rowcnt)
					3'd0: dot_col2 = 8'b00011000;  
					3'd1: dot_col2 = 8'b00111000;  
					3'd2: dot_col2 = 8'b00011000;  
					3'd3: dot_col2 = 8'b00011000;  
					3'd4: dot_col2 = 8'b00011000;  
					3'd5: dot_col2 = 8'b00011000;  
					3'd6: dot_col2 = 8'b00011000;  
					3'd7: dot_col2 = 8'b00111100;  
				endcase
			end
			3'd2 : begin
				case(rowcnt)
					3'd0: dot_col2 = 8'b01111100;  
					3'd1: dot_col2 = 8'b11000110;  
					3'd2: dot_col2 = 8'b00000110;  
					3'd3: dot_col2 = 8'b00001100;  
					3'd4: dot_col2 = 8'b00111000;  
					3'd5: dot_col2 = 8'b01100000;  
					3'd6: dot_col2 = 8'b11000000;  
					3'd7: dot_col2 = 8'b11111110;  
					endcase
				end
			3'd3 : begin
				case(rowcnt)
					3'd0: dot_col2 = 8'b01111100;  
					3'd1: dot_col2 = 8'b11000110;  
					3'd2: dot_col2 = 8'b00000110;  
					3'd3: dot_col2 = 8'b00011100;  
					3'd4: dot_col2 = 8'b00000110;  
					3'd5: dot_col2 = 8'b11000110;  
					3'd6: dot_col2 = 8'b11000110;  
					3'd7: dot_col2 = 8'b01111100;  
				endcase
			end
			3'd4 : begin
				case(rowcnt)
					3'd0: dot_col2 = 8'b00001100;  
					3'd1: dot_col2 = 8'b00011100;  
					3'd2: dot_col2 = 8'b00110100;  
					3'd3: dot_col2 = 8'b01100100;  
					3'd4: dot_col2 = 8'b11000100;  
					3'd5: dot_col2 = 8'b11111110;  
					3'd6: dot_col2 = 8'b00000100;  
					3'd7: dot_col2 = 8'b00000100;  
				endcase
			end
			3'd5 : begin
				case(rowcnt)
					3'd0: dot_col2 = 8'b11111110;  
					3'd1: dot_col2 = 8'b11000000;  
					3'd2: dot_col2 = 8'b11000000;  
					3'd3: dot_col2 = 8'b11111100;  
					3'd4: dot_col2 = 8'b00000110;  
					3'd5: dot_col2 = 8'b00000110;  
					3'd6: dot_col2 = 8'b11000110;  
					3'd7: dot_col2 = 8'b01111100;  
				endcase
			end
			3'd6 : begin
				case(rowcnt)
					3'd0: dot_col2 = 8'b00111100;  
					3'd1: dot_col2 = 8'b01100000;  
					3'd2: dot_col2 = 8'b11000000;  
					3'd3: dot_col2 = 8'b11111100;  
					3'd4: dot_col2 = 8'b11000110;  
					3'd5: dot_col2 = 8'b11000110;  
					3'd6: dot_col2 = 8'b11000110;  
					3'd7: dot_col2 = 8'b01111100;  
				endcase
			end
			3'd7 : begin
				case(rowcnt)
					3'd0: dot_col2 = 8'b11111110;  
					3'd1: dot_col2 = 8'b11000110;  
					3'd2: dot_col2 = 8'b00001100;  
					3'd3: dot_col2 = 8'b00001100;  
					3'd4: dot_col2 = 8'b00011000;  
					3'd5: dot_col2 = 8'b00011000;  
					3'd6: dot_col2 = 8'b00011000;  
					3'd7: dot_col2 = 8'b00011000;  
				endcase
			end
			4'd8 : begin
				case(rowcnt)
					3'd0: dot_col2 = 8'b01111100;  
					3'd1: dot_col2 = 8'b11000110;  
					3'd2: dot_col2 = 8'b11000110;  
					3'd3: dot_col2 = 8'b01111100;  
					3'd4: dot_col2 = 8'b11000110;  
					3'd5: dot_col2 = 8'b11000110;  
					3'd6: dot_col2 = 8'b11000110;  
					3'd7: dot_col2 = 8'b01111100;  
				endcase
			end
			4'd9 : begin
				case(rowcnt)
					3'd0: dot_col2 = 8'b01111100;  
					3'd1: dot_col2 = 8'b11000110;  
					3'd2: dot_col2 = 8'b11000110;  
					3'd3: dot_col2 = 8'b01111110;  
					3'd4: dot_col2 = 8'b00000110;  
					3'd5: dot_col2 = 8'b00000110;  
					3'd6: dot_col2 = 8'b00001100;  
					3'd7: dot_col2 = 8'b01111000;  
				endcase
			end
			default:begin
				case(rowcnt)
					3'd0: dot_col2 = 8'b00000000;  
					3'd1: dot_col2 = 8'b00000000;  
					3'd2: dot_col2 = 8'b00000000;  
					3'd3: dot_col2 = 8'b00000000;  
					3'd4: dot_col2 = 8'b00000000;  
					3'd5: dot_col2 = 8'b00000000;  
					3'd6: dot_col2 = 8'b00000000;  
					3'd7: dot_col2 = 8'b00000000;  
				endcase
			end
		endcase
	end
end
endmodule 
module score (
    input wire rst,
    input wire inGame,
    input wire hit,
    input wire CLOCK_50,
	  input wire clk_1hz,
    output wire [7:0] row,  
    output wire [7:0] tens_col,  
    output wire [7:0] units_col   
);
  reg [6:0] score;
  reg [3:0] tens_digit, units_digit;
  reg clk_div;
  reg [25:0] count;
  reg [4:0] counter;
  reg stop;
initial begin
    counter=30;
    stop=1;
end
always@(posedge clk_1hz or negedge rst) begin
    if(!rst) begin
        counter <= 30;
        stop <= 0;
    end
    else begin
        if(inGame && !stop) begin
            counter <= counter - 1;
            if(counter == 0) begin
                stop <= 1;
            end
        end
        else begin
            counter <= 30;
        end
    end
end
	 reg increment_prev;
    always @(posedge CLOCK_50 or negedge rst) begin
        if (!rst) begin
            score <= 0;
            increment_prev <= 0;
        end else if(inGame &&!stop) begin
            increment_prev <= hit;
            if (hit && !increment_prev) begin   
                if (score == 99)
                    score <= 0;
                else
                   score <=score + 1;
            end
        end
    end
    always @(*) begin
        tens_digit = score / 10;
        units_digit = score % 10;
    end
always @(posedge CLOCK_50 or negedge rst) begin
        if (!rst) begin
            count <= 26'b0;
            clk_div <= 0;
        end else if (count == 26'd2500) begin
            count <= 26'b0;
            clk_div <= ~clk_div;   
        end else begin
            count <= count + 1;
        end
    end
    DotMatrix numbers_display (
			.clk(clk_div),
			.rst(inGame),
			.score1(units_digit),
			.score2(tens_digit),
			.dot_col1(units_col),
			.dot_col2(tens_col),
			.dot_row(row)
    );
endmodule
```
**run.sh**
```bash
#!/bin/bash
# OpenROAD 26Q1-2900-gdf79404cd8, Yosys 0.63+post, stock flow scripts
make -C /OpenROAD-flow-scripts/flow DESIGN_CONFIG=/design/flow/config.mk WORK_HOME=/design/flow/orfs finish
```
==> impl_metrics.py <==
# Generated from Yosys and OpenROAD reports
metrics = {
    "yosys": {
        "ys_sh_adder_pct": 5.27,
        "mux_area_share_pct": 2.13,
        "ys.flop_type": "dfrtp_1",
        "edf_count": 0,
        "async_flop_share_pct": 100,
        "ys_seq_share_pct": 34.9,
        "ys_area_um2": 4750,
        "netlist_area_um2": 4750,
        "ys_warn_count": 2,
        "syn_inst": 561,
        "ys_cells": 561,
        "avgSynthCellArea_um2": 8.47,
        "numSynthFlops": 66,
        "simple_gate_area_share_pct": 23.2,
        "synth-compound-area-share_pct": 23.2,
        "ys_sh_xor_pct": 5.53,
        "yosysUniqueCellTypes": 82,
        "synthTopLogicFamily": "simple AND/OR/NAND/NOR gates",
    },
    "job": {
        "tool_warnings": 40,
        "maxCapViolCount": 0,
    },
    "worst_setup_path": {
        "worst_ep_required_time_ps": 3550,
        "worst_setup_path_start_kind": "primary input",
        "worstSetupPathType": "in -> reg",
        "cp-end-kind": "flop",
        "ff2ff_setup_slack_ps": 1470,
        "arrival_ps": 2310,
        "crit_fanout": 8,
    },
    "final_layout": {
        "combGateArea_um2": 2830,
        "ff_latch_area_um2": 1660,
        "area_growth_pct": 13.9,
        "postLayoutCoreUtil_pct": 35.3,
        "fill_cells": 1536,
        "layout-drive-gt1-share_pct": 7.38,
    },
    "floorplanning": {
        "ioPinCount": 29,
        "num_rows": 45,
        "coreArea_um2": 15300,
        "dieWidth_um": 128,
        "die_h_um": 128,
        "fp_util_pct": 31.0,
        "die_area_um2": 16300,
    },
    "pwr": {
        "ir_drop_v": 0.000334,
        "power.leakage_nw": 2.17,
        "power_per_cell_area_nw_per_um2": 553,
    },
    "detailed_routing": {
        "drt_first_pass_iters": 6,
        "antenna-diode-count": 0,
        "wl_mm": 12.7,
        "first_iter_violations": 506,
        "route.detailed.wl_per_inst_um": 16.3,
        "vias": 4413,
        "avgViaCountPerCell": 5.66,
        "drc": 0,
        "detail-route-antenna-nets": 0,
    },
    "place": {
        "io_buffers": 25,
        "hpwl_mm": 9.31,
        "gp_routability_congestion": 0.935,
    },
    "timing": {
        "tightest_slew_ps": 823,
        "finalClockSkew_ps": 4.22,
        "setup_viol": 0,
        "untimed_endpoints": 47,
        "hold_viol_final": 0,
        "unclocked_regs": 25,
        "rsz0062_at_grt": "false",
        "slew_viol_final": 0,
        "final.setup.tns_ps": 0,
        "slew_headroom_pct": 45.1,
    },
    "grt": {
        "antenna_found_initial": 0,
        "grt_pass1_vias": 4055,
        "grt_pass1_wl_mm": 20.9,
        "grt_use_total_pct": 16.2,
        "overflow": 0,
        "grt_max_degree": 42,
    },
    "cts": {
        "cts_setup_buffers": 0,
        "clk_pin_slew_ps": 60,
        "tritoncts": "built",
        "cts_hold_buf": 0,
        "cts_resized": 0,
    },
    "status": {
        "status": "complete, no violations",
    },
    "hold_path": {
        "hold_class": "in -> async",
    },
}
[logic make-up after synthesis]
| logic type | Yosys count |
|---|---|
| AND/OR/NAND/NOR | 215 |
| AND-OR/OR-AND | 157 |
| flip-flops | 66 |
| buffers and inverters | 64 |
| XOR/XNOR | 30 |
| adder cells (fa/ha/maj) | 20 |
| multiplexers | 8 |
| other | 1 |
[stage by stage]
stage               hold WS (ps)  instance area, µm²  power [mW]  setup WS, ps  instances
floorplan                    384                4750        1.87          1640        562
global placement             460                5150        2.23           922        768
detailed placement           466                5150        2.22           965        768
CTS                          479                5410        2.97          1220        780
global route                 496                5410        3.19          1050        780
finish                       454                5410        2.99          1250        780
[synthesized netlist by cell type, drive strengths merged, types with 4 or more instances]
master / n / area, µm²
a211oi: 7 / 52.6
a21oi: 31 / 159
a221oi: 6 / 58.8
a22oi: 5 / 37.5
a31oi: 9 / 62.6
and3: 8 / 50.1
buf: 12 / 72.6
clkbuf: 26 / 97.6
dfrtp: 62 / 1550
dfstp: 4 / 105
ha: 20 / 250
inv: 26 / 97.6
mux2: 4 / 48.8
nand2: 55 / 211
nand2b: 7 / 43.8
nand3: 20 / 100
nand4: 15 / 93.8
nor2: 48 / 183
nor2b: 7 / 58.8
nor3: 24 / 125
nor4: 5 / 31.3
o2111ai: 6 / 52.6
o211ai: 10 / 75.1
o21ai: 31 / 155
o221ai: 5 / 43.8
o22ai: 5 / 31.3
o31ai: 5 / 42.5
o32ai: 4 / 35.0
xnor2: 18 / 158
xor2: 12 / 105
[flip-flops by register name, summed over array words and instances (netlist names)]
| signal | cells |
|---|---|
| clk_div | 1 |
| count | 26 |
| counter | 5 |
| increment_prev | 1 |
| numbers_display.dot_col1 | 7 |
| numbers_display.dot_col2 | 7 |
| numbers_display.dot_row | 8 |
| numbers_display.rowcnt | 3 |
| score | 7 |
| stop | 1 |
[placed cells by master (no fill, tap or decap), drive strengths merged, types with 4 or more instances in the layout]
| cell | count |
|---|---|
| nand4 | 15 |
| a21oi | 31 |
| o22ai | 5 |
| o32ai | 4 |
| nor2 | 48 |
| nand3 | 20 |
| xor2 | 12 |
| clkbuf | 10 |
| o211ai | 10 |
| ha | 20 |
| buf | 9 |
| nand2b | 7 |
| inv | 27 |
| nor2b | 7 |
| o2111ai | 6 |
| nor4 | 5 |
| o221ai | 5 |
| o31ai | 5 |
| nor3 | 24 |
| dfrtp | 62 |
| mux2 | 4 |
| a221oi | 6 |
| and3 | 8 |
| o21ai | 31 |
| a211oi | 7 |
| a22oi | 5 |
| xnor2 | 18 |
| nand2 | 55 |
| a31oi | 9 |
| clkdlybuf4s50 | 24 |
| dfstp | 4 |
[path summary, 6_finish.rpt]
kind                                     from              endpoint  cells after the start
min in group clk1            stop$_DFFE_PN0P_      stop$_DFFE_PN0P_                      1
min in group clk0          count[9]$_DFF_PN0_    count[9]$_DFF_PN0_                      1
max in group asynchronous                 rst  counter[2]$_DFF_PN1_                      2
hold / removal                            rst    count[5]$_DFF_PN0_                      2
max in group clk1                      inGame  counter[4]$_DFF_PN1_                      3
hold reg to reg            count[9]$_DFF_PN0_    count[9]$_DFF_PN0_                      1
setup reg to reg           count[0]$_DFF_PN0_   clk_div$_DFFE_PN0N_                      7
setup / recovery                       inGame  score[6]$_DFFE_PN0P_                      6
[power breakdown]
group / leakage [nW] / internal [mW] / total [mW] / switching [mW]
sequential: 0.822 / 0.540 / 0.674 / 0.134
combinational: 1.22 / 0.581 / 1.58 / 1.00
clock: 0.126 / 0.523 / 0.734 / 0.210
[per-layer routing]
| metal | global-route usage, % | routed length, µm | vias to the layer above | part of all wire, % |
|---|---|---|---|---|
| li1 | - | - | 2081 | - |
| met1 | 24.1 | 5850 | 2128 | 46 |
| met2 | 24.7 | 5820 | 171 | 46 |
| met3 | 2.13 | 613 | 33 | 4.8 |
| met4 | 5.67 | 421 | 0 | 3.3 |
| met5 | 0 | 0 | - | 0 |
[layout make-up]
class | instances | share of cell area [%]
Clock buffer | 10 | 4.02
Clock inverter | 2 | 0.717
Inverter | 26 | 1.80
Multi-Input combinational cell | 432 | 52.3
Sequential cell | 66 | 30.6
Tap cell | 211 | 4.88
Timing Repair Buffer | 33 | 5.64
[worst max-delay path, stage by stage]
cell,delay (ps)
clkdlybuf4s50_1,480
nor2b_1,440
and3b_1,350
nand2_1,90
o21ai_0,170
o21ai_0,100
Power is estimated from default activity; no workload was simulated.
