### design/flow/config.mk
export PLATFORM = sky130hd
export DESIGN_NAME = random
export DESIGN_NICKNAME = random
export VERILOG_FILES = /design/flow/design.v
export SDC_FILE = /design/flow/constraint.sdc
export NUM_CORES = 4
export LEC_CHECK = 1
export CORE_AREA = 10 10 107 107
export DIE_AREA = 0 0 117 117
### design/flow/constraint.sdc
current_design random

set clk_period 6.4
set clk_io_pct 0.2

create_clock -name clk0 -period $clk_period [get_ports {clk_1hz}]

set non_clock_inputs [all_inputs -no_clocks]
set_input_delay [expr $clk_period * $clk_io_pct] -clock clk0 $non_clock_inputs
set_output_delay [expr $clk_period * $clk_io_pct] -clock clk0 [all_outputs]
### design/flow/design.v
module random (rst, clk_1hz, position);
input rst, clk_1hz;
output reg [3:0] position;
reg [7:0] seed;
reg [3:0] op1, op2;
reg operator;
initial begin
    op1 = 1;
    op2 = 1;
    operator = 1;
end
always@(posedge clk_1hz, negedge rst) begin
    if(!rst) begin
        seed <= 8'hA5;
    end
    else begin
        seed <= seed * 8'h41 + 8'h37;
    end
end
always@(posedge clk_1hz, negedge rst) begin
    if(!rst) begin
        op1 <= 1;
        op2 <= 1;
        operator <= 1;
        position <= 4'd1;
    end
    else begin
        op1 <= seed[3:0]%9 + 1;
        op2 <= seed[7:4]%9 + 1;
        operator <= seed[0];
        if(operator) begin
            position <= (op1 + op2)%9+1;
        end
        else begin
            position <= ((op1>op2)?(op1-op2):(op2-op1))%9+1;
        end
    end
end
endmodule  
### design/flow/run.sh
#!/bin/bash
# OpenROAD 26Q1-2900-gdf79404cd8, Yosys 0.63+post, stock flow scripts
make -C /OpenROAD-flow-scripts/flow DESIGN_CONFIG=/design/flow/config.mk WORK_HOME=/design/flow/orfs finish
==> Table 3: Implementation characteristics <==
Physical implementation characteristics

Parameter                              Value

Final timing
  Remaining max-slew budget at the tightest pin    0.630
  Shortest period the worst path allows    5.90 ns
  Clock Skews    approximately 0.00093 ns
  Tightest hold margin    0.447 ns
  Fin crit share    0.922
  Number of slew-limit violations in the final report    0
  Setup repair after global routing missed its margin    no
  Final critical-path setup slack    about 0.50 ns
  Setup tns final    0 ns
  Worst Tran Pin Value    0.551 ns
  Number of endpoints with negative hold slack in the final report    0
  Highest clock frequency the design can meet    between 150 and 200 MHz
  Final setup vio count    0

Clocking
  CTS tree    built
  Setup bufs post-CTS    0
  CTS Hold Bufs    0
  Total of cells resized after clock tree synthesis    0
  H-tree levels    1
  Clock Sinks    21
  CTS Buf Count    3
  Clock insertion delay at the later pin of the skew report    0.26 ns
  Clock transition at the registers of the reported paths    0.08 ns
  Buffer depth of the longest clock path    2
  Clock root buffer    sky130_fd_sc_hd__clkbuf_8

Yosys
  Yosys Warn Count    1
  Post-synthesis cell type with the largest combined area    sky130_fd_sc_hd__ha_1
  # Cells Yosys    276
  Top cell area share    0.181
  Fraction of the yosys area taken by sequential cells    0.221
  Cell variety after synth    64
  Synth async-reset ratio    1.00
  Main flop type    sky130_fd_sc_hd__dfrtp_1
  Flip-flops with a built-in enable    0
  Post-synth design cell area    2420 um2
  Cell count after synthesis    276
  Synthesized flop and latch total    21
  Total cell area reported by yosys after synthesis    2420 um2
  Average cell area after synthesis    8.77 um2
  Top cells by area    sky130_fd_sc_hd__ha_1 18%, sky130_fd_sc_hd__dfrtp_1 13%, sky130_fd_sc_hd__dfstp_2 8.7%, sky130_fd_sc_hd__inv_1 4.3%, sky130_fd_sc_hd__a21oi_1 3.7%

Global routing
  Number of antenna violations at the first check in global routing    0
  Overflow left after global routing    0
  Pin count of the biggest net entering global routing    16
  Wire length of the first global-routing pass    just over 8000 um
  Global-route usage over all layers    0.0706
  Via count of the first global-routing pass    about 1800

Worst setup path
  Worst endpoint data arrival time    6.05 ns
  CP required    6.54 ns
  Source of the worst register-to-register timing path    op2[0]$_DFF_PN1_
  Worst R2R Path Depth    25
  CP max FO    11
  Type of origin of the critical path    register
  Capture point of the worst path    position[2]$_DFF_PN0_
  Crit path capture type    register
  Endpoint of the lowest-slack register-to-register path    position[2]$_DFF_PN0_
  Slowest stage cell, crit path    sky130_fd_sc_hd__dfstp_2
  CP startpoint    op2[0]$_DFF_PN1_
  Worst reg-to-reg setup slack    0.50 ns
  Max stage delay on crit path    0.55 ns
  Crit Path Class    reg2reg

Die
  Floorplan-stage core utilization    0.263
  Height of the chip    117 um
  I/O pins    6
  Area of the die    13700 um2
  Standard-cell row count    35
  CORE AREA    slightly above 9000 um2
  Horizontal die dimension    117 um

Route
  Diodes inserted    0
  Post-route ant nets    0
  Wirelength per Cell    11.8 um
  Detailed-routing iteration count for the pre-antenna-repair pass    4
  Post-Route WL    between 4000 and 5000 um
  Via Count    between 1500 and 2000
  Via count normalized by instance count    a little under 5
  Number of DRC violations after detailed-routing iteration 0    around 95
  Number of remaining DRC errors    0

Run
  Stage-log warning count    42
  Number of violations of the max-capacitance limit    0

Power
  Power density cells    85.7 nW/um2
  Cell Int Power    0.179 mW
  Switch share    0.217
  VDD IR max    approximately 130 uV
  Clock share of power    0.376
  Net switching power figure    0.0496 mW
  Sequential Power Share    0.580
  Leak    1.21 nW
  Combinational fraction of design power    0.044

Place
  Half-perimeter wire length after placement    3840 um
  Pre-CTS setup slack    0.384 ns
  # port buffers    5
  Global placer's final weighted congestion    between 0.9 and 1
  Number of cells in the design after placement    392

Worst hold path
  Hold Crit Class    reg2reg

Outcome
  Status    finished, final reports clean

Layout
  Area delta synth->final    10.3%
  Fillers    ~960
  Ratio of cells with drive above 1 in the final layout    0.105
  Tally of non-filler cells in the final layout    between 300 and 400
[Yosys cell counts (3+ instances only)]
master / count
sky130_fd_sc_hd__a31oi_1: 5
sky130_fd_sc_hd__nor2_1: 22
sky130_fd_sc_hd__a21o_1: 7
sky130_fd_sc_hd__nand3_1: 6
sky130_fd_sc_hd__o21ai_0: 14
sky130_fd_sc_hd__dfrtp_1: 13
sky130_fd_sc_hd__o211ai_1: 6
sky130_fd_sc_hd__fa_1: 4
sky130_fd_sc_hd__inv_1: 28
sky130_fd_sc_hd__o211a_1: 3
sky130_fd_sc_hd__o21ai_1: 3
sky130_fd_sc_hd__xor2_1: 9
sky130_fd_sc_hd__dfstp_2: 8
sky130_fd_sc_hd__nor3_1: 7
sky130_fd_sc_hd__mux2i_1: 4
sky130_fd_sc_hd__a21oi_1: 18
sky130_fd_sc_hd__xnor2_1: 10
sky130_fd_sc_hd__nand2_1: 11
sky130_fd_sc_hd__nand2b_1: 5
sky130_fd_sc_hd__ha_1: 35
sky130_fd_sc_hd__o21a_1: 3
[state kept, by name (all words and copies together) (netlist names)]
register  cells
operator      1
position      4
op2           4
seed          8
op1           4
[kinds of logic (layout without fill, tap and decap cells)]
kind of cell,Yosys count,after routing,synth area share
compound gates,88,88,0.265
other cells,1,3,0.00155
simple gates,69,69,0.148
mux,5,5,0.0258
flops,21,21,0.221
fa+ha+maj,39,39,0.214
xor+xnor,19,19,0.0687
buf+inv,34,41,0.0563
[per-layer routing]
metal  GRT usage  vias to the layer above  routed length [um]
li1            -                     1004                   -
met1       0.104                      903                2370
met2       0.114                       47                2110
met3     0.00722                        2                 155
met4     0.00577                        0                  21
met5           0                        -                   0
[critical path, delay by kind of cell (launching register included)]
family,cells,cell delay [ns]
fa+ha+maj,5,1.40
simple gates,5,0.89
flops,1,0.55
xor+xnor,2,0.36
buf+inv,4,0.33
compound gates,9,2.25
[stage by stage]
stage / util / area (um2) / power, mW
4_1_cts: 0.289 / 2660 / 0.235
5_1_grt: 0.290 / 2670 / 0.242
3_5_place_dp: 0.284 / 2610 / 0.145
6_report: 0.290 / 2670 / 0.229
2_1_floorplan: - / 2430 / 0.141
3_3_place_gp: 0.284 / 2610 / 0.145
[power by group through the flow]
stage | clock network (mW) | registers (mW) | logic (mW)
after CTS | 0.0922 | 0.133 | 0.0101
final | 0.0860 | 0.133 | 0.00999
after global routing | 0.0980 | 0.133 | 0.0112
[layout make-up]
| class | count | area (um2) | share of cell area |
|---|---|---|---|
| multi-input combinational | 223 | 1770 | 0.664 |
| sequential | 21 | 536 | 0.201 |
| tap | 111 | 139 | 0.0520 |
| inverter | 30 | 113 | 0.0422 |
| timing repair buffer | 7 | 65.1 | 0.0244 |
| clock buffer | 3 | 41.3 | 0.0155 |
| clock inverter | 1 | 5.00 | 0.00187 |
[cell usage in the layout, fill, tap and decap left out, types with 3 or more instances in the layout]
cell and n:
sky130_fd_sc_hd__dfrtp_1 13, sky130_fd_sc_hd__clkdlybuf4s50_1 5, sky130_fd_sc_hd__nor2_1 22, sky130_fd_sc_hd__a21oi_1 18, sky130_fd_sc_hd__nand2_1 11, sky130_fd_sc_hd__mux2i_1 4, sky130_fd_sc_hd__o21a_1 3, sky130_fd_sc_hd__fa_1 4
sky130_fd_sc_hd__xor2_1 9, sky130_fd_sc_hd__clkbuf_8 3, sky130_fd_sc_hd__nand2b_1 5, sky130_fd_sc_hd__o21ai_1 3, sky130_fd_sc_hd__nor3_1 7, sky130_fd_sc_hd__xnor2_1 10, sky130_fd_sc_hd__a21o_1 7, sky130_fd_sc_hd__o211a_1 3
sky130_fd_sc_hd__o211ai_1 6, sky130_fd_sc_hd__o21ai_0 14, sky130_fd_sc_hd__ha_1 34, sky130_fd_sc_hd__a31oi_1 5, sky130_fd_sc_hd__dfstp_2 8, sky130_fd_sc_hd__inv_1 28, sky130_fd_sc_hd__conb_1 3, sky130_fd_sc_hd__nand3_1 6
[worst min path at each step]
stage | startpoint | to | slack, ns | cells past startpoint
6_report | seed[0]$_DFF_PN1_ | operator$_DFF_PN1_ | 0.45 | 0
5_1_grt | seed[0]$_DFF_PN1_ | operator$_DFF_PN1_ | 0.46 | 0
4_1_cts | seed[0]$_DFF_PN1_ | operator$_DFF_PN1_ | 0.45 | 0
No activity file was given, so power comes from the tool's default toggle rates.
