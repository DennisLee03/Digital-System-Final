**flow/config.mk**
```make
export PLATFORM = sky130hd
export DESIGN_NAME = timer
export DESIGN_NICKNAME = timer
export VERILOG_FILES = /design/flow/design.v
export SDC_FILE = /design/flow/constraint.sdc
export NUM_CORES = 4
export LEC_CHECK = 1
export CORE_AREA = 10 10 71 71
export DIE_AREA = 0 0 81 81
```
**flow/run.sh**
```bash
#!/bin/bash
# OpenROAD 26Q1-2900-gdf79404cd8, Yosys 0.63+post, stock flow scripts
make -C /OpenROAD-flow-scripts/flow DESIGN_CONFIG=/design/flow/config.mk WORK_HOME=/design/flow/orfs finish
```
**flow/constraint.sdc**
```tcl
current_design timer

set clk_period 1.7
set clk_io_pct 0.2

create_clock -name clk0 -period $clk_period [get_ports {clk_1hz}]

set non_clock_inputs [all_inputs -no_clocks]
set_input_delay [expr $clk_period * $clk_io_pct] -clock clk0 $non_clock_inputs
set_output_delay [expr $clk_period * $clk_io_pct] -clock clk0 [all_outputs]
```
**flow/design.v**
```verilog
module timer(inGame, rst, clk_1hz, sec1, sec2, stop);
input inGame, rst, clk_1hz;
output reg [3:0] sec1, sec2;
output reg stop;
reg [4:0] counter;
initial begin
    counter=30;
    stop=1;
    sec1=3;
    sec2=0;
end
always@(posedge clk_1hz or negedge rst) begin
    if(!rst) begin
        counter <= 30;
        sec1 <= 4'd3;
        sec2 <= 4'd0;
        stop <= 0;
    end
    else begin
        if(inGame && !stop) begin
            counter <= counter - 1;
            if(counter == 0) begin
                sec1 <= 3;
                sec2 <= 0;
                stop <= 1;
            end
            else begin
                sec1 <= counter/10;
                sec2 <= counter%10;
            end
        end
        else begin
            counter <= 30;
            sec1 <= 3;
            sec2 <= 0;
        end
    end
end
endmodule
```
==> run summary <==
fresh numbers from the pnr run: status complete, but fails checks, failing checks negative setup slack, global-route wire length before repair 2730 µm, highest net fanout along the worst path 5, master cell of the clock root buffer clkbuf_8, hold-fix buffer count after cts 0, total length of routed met3 wires 101 µm, worst clock skew on the final layout 0.00142 ns, DRC violation count after routing 0, antenna violations before repair 0, via count of the first global-routing pass 596, Num Clock Sinks 12, number of top-level pins 12, CORE AREA approximately 3600 µm², fraction of layout instances using a drive strength above 1 41.8%, Buf+Inv Stages, Crit Path 2, all-layer global routing usage 5.13%, tool warning count 32, number of antenna cells inserted 0, leakage dissipation slightly below 0.5 nW, Pwr per Cell Area 818 nW/µm², Max Cap Viol 0, gate family responsible for the most delay along the worst path AND-OR/OR-AND gates, gr ovfl total 0, overall power 0.913 mW, detailed-routing iteration count for the pre-antenna-repair pass 4, remaining antenna violation count after routing 0, clock tree from TritonCTS built, met2 WL post-DR 681 µm, DR top layer met4, setup slack on the worst flop-to-flop path -0.12 ns, f_max 549 MHz, H-tree Lvls 1, yosys cell count 73, data arrival time at the worst-slack endpoint 1.95 ns, DIE AREA 6560 µm², leading area contributor after synthesis dfstp_2, die boundary height between 80 and 90 µm, average detailed-routed wire length per instance between 10 and 15 µm, most common library cell in the layout ignoring fill and taps buf_4, Chip Width 81 µm, logic depth of the worst path, buffers included 7, required time of the critical path 1.82 ns, hpwl dp 1120 µm, maximum number of pins on one net before global-route repair 13, endpoints failing setup 3, clock buffers created by TritonCTS 3, area share, top type between 20% and 30%, Cell area leaders dfstp_2 (22%), dfrtp_1 (21%), ha_1 (14%), nand2_1 (4.1%), inv_1 (3.6%), worst-skew pair later-pin latency approximately 0.24 ns, Seq/Total Area, Yosys 42.4%, synthesized area divided by synthesized cell count 9.94 µm², Core Density at Floorplan 20.0%, count of port buffers added during placement 9, routability congestion estimate 0.789, final tally of max-slew violations 0, top logic cells by instance count in the layout buf_4 (14), clkdlybuf4s50_1 (9), nand2_1 (8), path category of the worst min-delay check in2async, standard cell with the maximum stage delay on the critical path dfstp_2, element type at the critical path end flop, vias per inst 4.06, overall via count from detail_route 593, final core occ a little under a third, r2r endpoint sec2[1], Worst Setup Slack, final -0.122 ns, ys flops 12, Crit Path Category reg2reg, clock transition at the registers of the reported paths approximately 0.050 ns, relative area change from synthesis to final layout 53.8%, Setup Total Neg Slack -0.327 ns, largest buffer count on any clock path 2, post-synthesis cell area 726 µm², number of rows created at floorplan 22, Gate Count Post-Synth about 73, post-detailed-routing wire length 1640 µm, Yosys cell types 27, setup repair after global routing missed its margin true, final critical-path required period 1.82 ns, worst-case vdd ir drop around 550 µV, worst reg2reg path depth 7, cells along the critical path inv_4 -> ha_4 -> inv_4 -> ha_4 -> nand2b_4 -> o21a_4 -> o311a_1, iteration-0 DRC count of the detailed router 25, Yosys warning total 1, number of hold violations in the final report 0, DRT met1 WL 855 µm, startpoint type of the worst setup path flop, Max stage delay on crit path 0.55 ns, area figure in the yosys stat output 726 µm², fin crit share 107%, worst flop-to-flop path startpoint counter[3], filler instances 382
-- flip-flops by register name, summed over array words and instances (netlist names) --
name	cells
sec2	4
stop	1
sec1	2
counter	5
-- layer usage --
layer	track usage [%]	vias up
li1	-	298
met1	7.11	278
met2	7.80	15
met3	2.00	2
met4	0.346	0
met5	0	-
-- worst max path at each step --
stage | startpoint | end | slack (ns)
5_1_grt | counter[3] | sec2[3] | -0.19
6_report | counter[3] | sec2[1] | -0.12
4_1_cts | counter[3] | sec2[1] | -0.12
-- through the flow --
stage / setup slack (ns) / cell area [µm²] / cells / hold WS (ns)
after floorplan: -0.154 / 762 / 74 / 0.0444
after global placement: -0.154 / 965 / 139 / 0.474
after detailed placement: -0.154 / 965 / 139 / 0.498
after CTS: -0.123 / 1100 / 145 / 0.413
after global routing: -0.192 / 1120 / 146 / 0.424
final: -0.122 / 1120 / 146 / 0.408
-- final cells by class --
cell class | instances | area (µm²) | share of cell area, %
Clock buffer | 4 | 55.1 | 4.93
Inverter | 7 | 31.3 | 2.80
Multi-Input combinational cell | 51 | 455 | 40.8
Sequential cell | 12 | 308 | 27.6
Tap cell | 48 | 60.1 | 5.38
Timing Repair Buffer | 24 | 206 | 18.5
-- kinds of logic (layout without fill, tap and decap cells) --
family / after synthesis / after routing / synth area share, %
AND/OR/NAND/NOR: 21 / 21 / 13.4
AND-OR/OR-AND: 16 / 16 / 16.2
flip-flops: 12 / 12 / 42.4
buffers and inverters: 11 / 35 / 8.79
adder cells (fa/ha/maj): 8 / 8 / 13.8
XOR/XNOR: 4 / 4 / 4.83
other: 1 / 2 / 0.517
-- Yosys cell counts, drive strengths merged --
master  instances
a211o           1
a21o            1
dfstp           6
conb            1
nor4            1
nand2b          2
nor2b           1
o211a           1
o211ai          1
o21ai           4
xor2            1
a21oi           2
buf             4
o21a            2
inv             7
o31ai           1
ha              8
nor3            2
nor2            5
dfrtp           6
and2            1
nand2           8
o311a           3
xnor2           3
nand3           1
-- repair_timing --
item                       4_1_cts  5_1_grt
setup endpoints to repair        3        4
gates resized                   10        3
pin swaps                        5        3
buffers inserted                 2        1
-- power breakdown --
part / switching [mW] / internal, mW / total [mW]
Combinational: 0.117 / 0.150 / 0.266
Sequential: 0.0113 / 0.320 / 0.332
Clock: 0.110 / 0.205 / 0.315
Power and IR drop assume default switching activity.
